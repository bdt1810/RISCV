[flow/config.mk]
export PLATFORM = sky130hd
export DESIGN_NAME = register
export DESIGN_NICKNAME = register
export VERILOG_FILES = /design/flow/design.v
export SDC_FILE = /design/flow/constraint.sdc
export NUM_CORES = 4
export LEC_CHECK = 1
export CORE_UTILIZATION = 50
[flow/constraint.sdc]
current_design register

set clk_period 8.0
set clk_io_pct 0.2

create_clock -name clk0 -period $clk_period [get_ports {clk}]

set non_clock_inputs [all_inputs -no_clocks]
set_input_delay [expr $clk_period * $clk_io_pct] -clock clk0 $non_clock_inputs
set_output_delay [expr $clk_period * $clk_io_pct] -clock clk0 [all_outputs]
[flow/design.v]
module register(AddrD,AddrA,AddrB,DataD,RegWEn,DataA,DataB,clk);
input wire[4:0] AddrD,AddrA,AddrB;
input wire[31:0] DataD;
input clk;
input RegWEn;
output reg[31:0] DataA,DataB;
reg [31:0] R [0:31];
integer i;
initial 
begin
	for (i=0; i<32; i=i+1)
		R[i] <= 32'h0;	
end
always @(negedge clk)
begin
	if (RegWEn == 1 && AddrD !== 5'h0)                     
        begin                     
		R[AddrD] <= DataD;
        end
end
	always @(AddrA or AddrB)
begin
	DataA <= R[AddrA];
	DataB <= R[AddrB];
end
endmodule
[flow/run.sh]
#!/bin/bash
# OpenROAD 26Q1-2900-gdf79404cd8, Yosys 0.63+post, stock flow scripts
make -C /OpenROAD-flow-scripts/flow DESIGN_CONFIG=/design/flow/config.mk WORK_HOME=/design/flow/orfs finish
==> flow_summary.yaml <==
# flow metrics
clocking:
  clock_sinks: 1024
  cts_hold_buf: 0
  cts-root-buf: "clkbuf_16"
  tritoncts: "built"
  cts_buffers: 114
  clk_pin_slew_worst_paths_ns: 0.03
  htreeDepth: 3
  clock_tree.buffer_depth: 3
synthesis:
  ys_area_um2: 48800
  ys_ff: 1024
  largest_area_cell: "edfxtp_1"
  yosys_cells: 3387
  syn-instance-count: 3387
  yosysTopAreaCellShare_pct: 63.1
  synthArstFlopShare_pct: 0
  postSynthAreaPerCell_um2: 14.4
  edf_count: 1024
  yosysWarnings: 1
  top_cells_by_area: "edfxtp_1 (63%), mux2i_1 (21%), a22oi_1 (3.0%)"
  synth_cell_types: 25
  ff_type: "edfxtp_1"
  synth_area_um2: 48800
  ys_seq_share_pct: 63.1
  common_cells: "edfxtp_1 (1024), mux2i_1 (1024), nand2_1 (195), nand3_1 (194)"
finish:
  post_route_cells_drive_above_1_share_pct: 11.4
  top_register: "R"
  syn_to_final_growth_pct: 25.3
  layoutNonFillerInstCount: 5949
  final_util_pct: 63.2
  reg_top3: "R: 1024 flops"
  largest_register_ffs: 1024
grt:
  gr-usage-all-layers_pct: 33.8
  grt_max_degree: 99
  antenna_found_initial: 4
  grt-ovfl-total: 0
  grt_first_pass_wirelength_um: 222000
  grt_pass1_vias: 38500
drt:
  route.met2.wl_um: 68600
  viasPerCell: 5.85
  routed_wl_um: 151000
  routed.top_layer: "met5"
  wl_per_cell_um: 25.3
  drc: 0
  drt.antenna.violating_nets: 0
  drt_iter0_drc: 2325
  diodes: 0
  vias: 34800
  met3WireLength_um: 22200
  wl_met1_um: 54500
  first_pass_iters: 6
die:
  chipArea_um2: 98800
  initCoreUtil_pct: 50.4
  pin_count: 113
  fp.dieW_um: 314
  core-area_um2: 96700
  die_y_um: 314
  row_count: 114
placed_design:
  hpwl_um: 85100
  dp.cells: 4719
  portBuffers: 112
  globalplace.congestion: 0.958
  place_ws_ns: 0.260
critical_path:
  cp_top_family: "AND-OR/OR-AND gates"
  cp_max_fo: 2
  crit_type: "flop to output pin"
  crit_required_ns: 6.40
  arrival_ns: 6.38
  crit_slowest_cell: "clkdlybuf4s50_1"
  slowest_delay_ns: 0.44
  crit_buf_inv: 1
  cp-end-kind: "output pin"
  crit_chain: "mux2i_1, a22o_1, nor3_4, a31oi_1, nand3_1, clkdlybuf4s50_1"
  critPathLaunchType: "flop"
sta:
  hold_violations: 0
  fin_ws_ns: 0.0198
  drv_slew: 0
  setup_viol: 0
  worst_pin_slew_ns: 0.936
  holdWs_ns: 4.14
  max_slew_margin_pct: 37.6
  rsz0062_at_grt: "true"
outcome:
  status: "completed"
run:
  maxCapViolations: 0
  warning_count: 1030
hold_path:
  hold_class: "primary input to output pin"
power:
  ir_drop_uv: 175
  powerDensity_nw_per_um2: 241
  power.leakage_nw: 26.9
==> path summary, 6_finish.rpt <==
check | start | to | cells after the start
worst min-delay path | AddrA[1] | DataA[19] | 6
worst max-delay path | R[3][4] | DataB[4] | 6
==> cells in the final DEF, fill, tap and decap left out, types with 4 or more instances in the layout <==
master           synthesis  routed
inv_1                    1    1042
edfxtp_1              1024    1024
mux2i_1               1024    1024
nand2_1                195     193
a21oi_1                192     192
a22oi_1                192     189
nand3_1                194     153
a22o_1                 128     128
buf_4                   52     123
clkbuf_16                0     118
clkdlybuf4s50_1          0      62
buf_12                   0      47
nand3_2                  0      37
nor2_4                   0      33
conb_1                   1      32
a31oi_1                 64      27
clkinvlp_2               0      27
dlymetal6s2s_1           0      27
nor3_4                   0      24
bufinv_16                0      23
nor3_2                   0      21
a31oi_4                  0      21
nor3_1                  64      19
dlygate4sd2_1            0      19
a31oi_2                  0      16
inv_4                    0      11
nand3b_1                 5       5
nor2b_4                  0       4
nand2b_2                 0       4
nand3_4                  0       4
==> cells by family after synthesis <==
group / Yosys count / share of synthesized area [%]
AOI/OAI and AO/OA: 576 / 8.05
buffers and inverters: 254 / 3.16
DFF: 1024 / 63.1
muxes: 1024 / 21.0
other: 1 / 0.00769
and+or+nand+nor: 508 / 4.71
==> cell type report <==
class / instances / area [um^2]
clock inverters: 1109 / 4870
repair buffers: 282 / 3030
fillers: 6704 / 35600
well taps: 1276 / 1600
clock buffers: 118 / 2950
multi-input cells: 2140 / 17900
flip-flops and latches: 1024 / 30700
==> repair_timing <==
item	in CTS	in global routing
pin swaps	32	54
setup endpoints to repair	60	43
gates resized	150	77
setup buffers	0	6
endpoints found under the hold margin	0	0
==> power by group <==
group | switching, mW | leakage, nW | internal (mW) | total, mW
logic | 0.751 | 10.2 | 0.447 | 1.20
registers | 0.0323 | 9.25 | 6.03 | 6.07
clock network | 3.37 | 7.41 | 4.08 | 7.45
total | 4.16 | 26.9 | 10.6 | 14.7
==> worst min-delay path, cell delays in order <==
cell and delay (ns):
buf_8 0.23, mux2i_1 0.22, nand2_1 0.11, a31oi_4 0.12, nand3_2 0.07, dlymetal6s2s_1 0.08
==> metal layers <==
layer  vias up  track usage, %
li1      15800               -
met1     16700            42.7
met2      2002            45.4
met3       293            24.6
met4        10            14.8
met5         -            1.31
==> metrics by stage <==
stage | area, um^2 | power (mW) | setup TNS [ns]
6_report | 61100 | 14.7 | 0
3_3_place_gp | 52200 | 8.00 | 0
4_1_cts | 60700 | 14.9 | -0.550
2_1_floorplan | 48900 | 7.50 | -3.52
5_1_grt | 61100 | 15.6 | -0.133
3_5_place_dp | 52200 | 8.02 | 0
Power figures rest on the tool's default switching activity, not on a simulated workload.
