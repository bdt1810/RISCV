### ./design.v
module mux16to1_32bit(input0, input1, input2, input3, input4, input5, input6, input7, input8, input9, input10, input11, input12, input13, input14, input15, select, output0);
input[31:0] input0, input1, input2, input3, input4, input5, input6, input7, input8, input9, input10, input11, input12, input13, input14, input15;
input [3:0] select;
output reg [31:0] output0;
always @(*)
begin
case(select)
4'b0000:	output0 = input0;
4'b0001:	output0 = input1;
4'b0010:	output0 = input2;
4'b0011:	output0 = input3;
4'b0100:	output0 = input4;
4'b0101:	output0 = input5;
4'b0110:	output0 = input6;
4'b0111:	output0 = input7;
4'b1000:	output0 = input8;
4'b1001:	output0 = input9;
4'b1010:	output0 = input10;
4'b1011:	output0 = input11;
4'b1100:	output0 = input12;
4'b1101:	output0 = input13;
4'b1110:	output0 = input14;
4'b1111:	output0 = input15;
endcase
end
endmodule
### ./config.mk
export PLATFORM = sky130hd
export DESIGN_NAME = mux16to1_32bit
export DESIGN_NICKNAME = mux16to1_32bit
export VERILOG_FILES = /design/flow/design.v
export SDC_FILE = /design/flow/constraint.sdc
export NUM_CORES = 4
export LEC_CHECK = 1
export CORE_AREA = 10 10 216 216
export DIE_AREA = 0 0 226 226
### ./run.sh
#!/bin/bash
# OpenROAD 26Q1-2900-gdf79404cd8, Yosys 0.63+post, stock flow scripts
make -C /OpenROAD-flow-scripts/flow DESIGN_CONFIG=/design/flow/config.mk WORK_HOME=/design/flow/orfs finish
### ./constraint.sdc
current_design mux16to1_32bit

set clk_period 8.3
set clk_io_pct 0.2

create_clock -name clk0 -period $clk_period

set non_clock_inputs [all_inputs -no_clocks]
set_input_delay [expr $clk_period * $clk_io_pct] -clock clk0 $non_clock_inputs
set_output_delay [expr $clk_period * $clk_io_pct] -clock clk0 [all_outputs]
==> CHANGELOG.md <==
### Metrics

- Status: finished clean
- Vias/cell: 4.77
- Layout cells sized above 1: 0.0577
- Crit path from: select[0]
- Die x size: 226 um
- # rows: 75
- Initial antenna violation count: 4
- Min Tclk post-route: 6.40 ns
- Post-DRT Antenna Nets: 0
- Routed WL: 47500 um
- DR WL/cell: 29.1 um
- YS chip area: 4100 um^2
- Drt drc: 0
- Synth Instances: 607
- Mean post-synth cell area: 6.75 um^2
- Synthesis-to-layout area growth: 146%
- Top cell type by total area after synthesis: a22oi_1
- Slew Viols, Final: 0
- Critical Path AT: 4.74 ns
- RSZ-0062 raised after global routing: false
- Pleak: 3.36 nW
- Cts hold-fix bufs: 0
- FP Core Util: 0.0976
- Die height: 226 um
- Final worst slack: 1.90 ns
- Initial drt markers: 557
- Total of max-cap violations: 0
- Clock buf count: 0
- Tool warnings: 32
- First-pass GRT wire length: 63400 um
- # Cells Yosys: 607
- Core Box Area: 41900 um^2
- Critical path peak fanout: 29
- Worst-Margin Slew: 0.881 ns
- Via count: 7794
- Pre-CTS WS: 1.83 ns
- WP data required: 6.64 ns
- Dpl cells: 1631
- Buffers on Ports: 548
- DRT Pass-1 Iters: 5
- Dpl cell area: 10100 um^2
- Setup CP Type: in2out
- Pin count of the biggest net entering global routing: 49
- Fmax: 156 MHz
- Vias in the first global route: 8427
- Final Non-Filler Cells: 1634
- Synth Warn #: 1
- Flop count: 0
- Synthesized cell area: 4100 um^2
- Crit. End Element: output pin
- CTS resizes: 0
- Hold/Removal Path Class: in2out
- Final Cell Area: 10100 um^2
- Worst hold start: input0[30]
- Nature of the critical path startpoint: input port
- Total die size: 51100 um^2
- Total gr overflow: 0
- Peak supply drop: 0.0181 mV
- Register area: 0 um^2
- Setup TNS Final: 0 ns
- Fin. Hold Viols: 0
- Setup Fix Bufs, Post-CTS: 0
- Final period utilization: 0.771
- Synth cell types: 46
- IO Pins: 548
- Top area cell types: a22oi_1, a22o_1, a2111oi_2
- Gr usage total: 0.176
- Sequential area share after synthesis: 0
- Pwr dens: 55.4 nW/um^2
- Placer congestion estimate: 0.922
- Dpl hpwl: 39600 um
- Area leader share: 0.154
- Setup violators final: 0
- Max-Slew Margin vs Limit: 0.411
==> worst max-delay path, stage by stage <==
cell and delay (ns):
buf_4 0.31, buf_4 0.46, nor2b_4 0.56, buf_4 0.42, a22oi_1 0.11, o22ai_1 0.22, a2111oi_2 0.13, a21oi_1 0.28
clkdlybuf4s50_1 0.55
==> cell usage after synthesis, types with 2 or more instances <==
cell,n
a2111oi_0,3
a2111oi_2,20
a211o_1,23
a211oi_1,4
a21oi_1,30
a221oi_1,28
a22o_1,56
a22oi_1,84
a31oi_1,28
a32o_1,2
and2_1,3
and2_4,2
and3_1,2
buf_1,3
buf_2,31
buf_4,2
buf_6,6
clkbuf_1,40
inv_1,2
mux2i_1,24
nand2_1,15
nand2b_1,5
nand3_1,50
nor2_1,39
nor2b_1,8
nor3_1,4
o21ai_0,38
o221ai_1,2
o22ai_1,32
o32a_1,3
o32ai_1,3
==> layer usage <==
metal | routed length (um) | vias up | share of wire | global-route usage
li1 | - | 3529 | - | -
met1 | 18300 | 3653 | 0.39 | 0.209
met2 | 23600 | 545 | 0.50 | 0.310
met3 | 4170 | 65 | 0.088 | 0.0397
met4 | 1400 | 2 | 0.029 | 0.0477
met5 | 13 | - | 0.00027 | 0
==> where the power goes <==
part / internal [mW] / leakage (nW) / switching (mW)
combinational: 0.336 / 3.36 / 0.221
sequential: 0 / 0 / 0
clock: 0.0000000484 / 0.0000190 / 0
total: 0.336 / 3.36 / 0.221
==> layout make-up <==
type | instances | area (um^2)
Fill cell | 4520 | 31900
Timing Repair Buffer | 568 | 5620
Multi-Input combinational cell | 521 | 3750
Tap cell | 539 | 674
Inverter | 3 | 11.3
Antenna cell | 3 | 7.51
==> worst paths after layout <==
check	end	cells after the start
max	output0[1]	9
min	output0[30]	4
==> cells in the final DEF, fill, tap and decap left out, types with 3 or more instances in the layout <==
master           synthesis  final
nor2b_4                  0      5
a22oi_1                 84     84
nand3_1                 50     50
nor2_1                  39     35
a22o_1                  56     56
buf_4                    2     22
nand2_2                  1      3
a211o_1                 23     23
a221oi_1                28     28
nor2b_1                  8      3
nor3_1                   4      4
diode_2                  0      3
nand2_1                 15     13
clkdlybuf4s50_1          0    544
a211oi_1                 4      4
a21oi_1                 30     30
a31oi_1                 28     28
o32a_1                   3      3
o32ai_1                  3      3
nand2b_1                 5      5
o21ai_0                 38     38
a2111oi_2               20     20
mux2i_1                 24     24
o22ai_1                 32     32
nor2_4                   0      3
a2111oi_0                3      3
==> metrics by stage <==
step / hold WS [ns] / utilization / power [mW]
2_1_floorplan: 3.39 / - / 0.165
3_3_place_gp: 4.27 / 0.240 / 0.562
3_5_place_dp: 4.27 / 0.240 / 0.560
4_1_cts: 4.28 / 0.240 / 0.563
5_1_grt: 4.30 / 0.240 / 0.590
6_report: 4.26 / 0.240 / 0.557
==> cells by family (layout without fill, tap and decap cells) <==
kind of cell	count (synthesis)	in the layout	share of synthesized area
buffers and inverters	86	571	0.101
multiplexers	24	24	0.0587
AND/OR/NAND/NOR	134	134	0.157
AND-OR/OR-AND	363	363	0.683
other	0	3	0
Power is estimated from default activity; no workload was simulated.
