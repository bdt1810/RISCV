--- flow/run.sh ---
#!/bin/bash
# OpenROAD 26Q1-2900-gdf79404cd8, Yosys 0.63+post, stock flow scripts
make -C /OpenROAD-flow-scripts/flow DESIGN_CONFIG=/design/flow/config.mk WORK_HOME=/design/flow/orfs finish
--- flow/config.mk ---
export PLATFORM = sky130hd
export DESIGN_NAME = alu
export DESIGN_NICKNAME = alu
export VERILOG_FILES = /design/flow/design.v
export SDC_FILE = /design/flow/constraint.sdc
export NUM_CORES = 4
export LEC_CHECK = 1
export CORE_UTILIZATION = 40
--- flow/constraint.sdc ---
current_design alu

set clk_period 23.2
set clk_io_pct 0.2

create_clock -name clk0 -period $clk_period

set non_clock_inputs [all_inputs -no_clocks]
set_input_delay [expr $clk_period * $clk_io_pct] -clock clk0 $non_clock_inputs
set_output_delay [expr $clk_period * $clk_io_pct] -clock clk0 [all_outputs]
--- flow/design.v ---
module alu(ALU_Out, ALU_Sel, tmpA, tmpB);
    input [31:0] tmpA, tmpB;   
    input [3:0] ALU_Sel; 
    output reg[31:0] ALU_Out;	
    always @(*)
    begin
        case(ALU_Sel)
        4'b0000:  
           	ALU_Out = tmpA + tmpB ; 
        4'b0001:  
           	ALU_Out = tmpA - tmpB ;
        4'b0010:  
           	ALU_Out = tmpA & tmpB;
        4'b0011:  
           	ALU_Out = tmpA | tmpB;
        4'b0100:  
           	ALU_Out = tmpA ^ tmpB;
	4'b0101:  
	   	ALU_Out = tmpA << tmpB;
	4'b0110:  
	   	ALU_Out = tmpA >> tmpB;
	4'b0111:  
		ALU_Out = $signed(tmpA) >>> $unsigned(tmpB);
	4'b1001:  
		ALU_Out = ($signed(tmpA) < $signed(tmpB)) ? 32'd1:32'd0;
	4'b1010:  
		ALU_Out = ($unsigned(tmpA) < $unsigned (tmpB)) ? 32'd1:32'd0;
	4'b1111:
		ALU_Out = 32'd0;
        default: ALU_Out = 32'd0; 
        endcase
    end
endmodule
==> metrics.yaml <==
synth:
  synth_seq_share_pct: 0
  syn_inst: 1435
  syn-mean-instance-area_um2: 6.43
  top_area_share_pct: 13.3
  yosysUniqueCellTypes: 93
  yosys_cells: 1435
  area_leaders: "ha_1 13%, a21oi_1 9.4%, nor2_1 6.4%"
  top_area_cell: "ha_1"
  syn_area_mm2: 0.00923
  yosys_warnings: 1
  ys_chip_area_mm2: 0.00923
timing:
  post-route-period-util_pct: 59.3
  tns_ps: 0
  grt_setup_unrepaired: "no"
  setup_viol: 0
  tightest_slew_ps: 978
  setup_slack_ps: 9450
  slew_headroom_pct: 34.4
  max_freq_ghz: 0.0727
  hold_slack_ps: 10570
  hold_viol_final: 0
  period_needed_ps: 13750
  report.final.slew_viol_count: 0
global_route:
  grt_max_degree: 70
  globalRouteMet1Util_pct: 65.0
  top_usage_layer: "met1"
  use_met3_pct: 6.09
  grt_antenna_before_repair: 1
  use_met2_pct: 61.1
  grt_pass1_wl_um: 72700
  grt_pass1_vias: 10801
  grt_overflow: 0
  grt.total_usage_pct: 42.3
worst_setup_path:
  cp-start-kind: "input port"
  worstPathCellList: "clkdlybuf4s50_1, buf_4, inv_1, ha_1, inv_1, o221ai_1, a21oi_1, o21ai_1, a211o_1, a2111oi_2, nor2_1, o311ai_1, nand3_1, clkdlybuf4s50_1"
  cpPeakStageDelay_ps: 510
  crit_type: "in2out"
  crit_required_ps: 18560
  cp_slowest_cell: "ha_1"
  worstSetupEndpointType: "output port"
  crit_fanout: 23
  critical_path_arrival_ps: 9110
final_layout:
  nClkBuffers: 0
  lay_top_cells: "174 x a21oi_1, 158 x nor2_1, 130 x nand2_1, 98 x ha_1"
  finish.utilization_pct: 45.2
  flop-count: 0
  final_cell_count_no_fill: 1743
  area_growth_pct: 10.9
  layout_top_cell: "a21oi_1"
  seq_area_um2: 0
  drive_above_1_share_pct: 6.38
  fill_cells: 2460
  fin_area_mm2: 0.0102
worst_hold_path:
  hold_path.class: "in2out"
  worstHoldPathCells: 4
drt:
  wire_per_inst_um: 28.7
  viasPerCell: 6.80
  finalWirelength_um: 50100
  final_antenna_net_count: 0
  drc: 0
  drt_iter0_drc: 1596
  vias: 11846
  dr.pass1.iters: 8
power:
  p_int_mw: 0.0875
  swShare_pct: 62.0
  p_leak_nw: 4.19
  ir_worst_vdd_uv: 14.2
  power_density_mw_per_mm2: 22.5
  total_power_mw: 0.230
  switching_power_mw: 0.143
place:
  port_buffers: 100
  hpwl_um: 39900
  placed_area_mm2: 0.0102
  post-place-cells: 1742
  place_congestion: 1.07
  place_ws_ps: 9510
run:
  maxCapViolCount: 0
  warnings: 98
outcome:
  outcome: "complete, no violations"
clock_tree:
  post_cts_resized: 0
  hold_buffers: 0
  cts_setup_buffers: 0
floorplanning:
  row_count: 55
  die_x_um: 154
  core-area_mm2: 0.0226
  die_y_um: 154
  chipArea_mm2: 0.0237
  io_pins: 100
  fp-utilization_pct: 40.7
[critical path: cells and delay by family]
family,cells,cell delay [ps]
buf+inv,5,1700
simple gates,2,400
fa+ha+maj,1,510
compound gates,6,1830
[logic make-up after synthesis]
group | count (synthesis) | synth area share, %
AOI/OAI and AO/OA | 570 | 42.0
and+or+nand+nor | 477 | 23.9
buffers and inverters | 208 | 10.4
adders and majority gates | 100 | 13.7
muxes | 73 | 9.39
xor gates and xnor gates | 7 | 0.665
[cell type report]
class,count,area [um^2],area share [%]
Multi-Input combinational cell,1227,8290,81.0
Inverter,100,375,3.67
Timing Repair Buffer,130,1210,11.8
Antenna cell,1,2.50,0.0245
Tap cell,285,357,3.48
[Yosys cell counts (19+ instances only)]
| cell | count |
|---|---|
| nand3_1 | 32 |
| o221ai_1 | 23 |
| a221oi_1 | 30 |
| o21ai_0 | 81 |
| nor2b_1 | 19 |
| nor2_1 | 158 |
| clkbuf_1 | 52 |
| nor3_1 | 55 |
| a211oi_1 | 46 |
| a21o_1 | 23 |
| o22ai_1 | 23 |
| nand2_1 | 130 |
| inv_1 | 96 |
| a31oi_1 | 19 |
| mux2i_1 | 55 |
| buf_2 | 19 |
| a21oi_1 | 174 |
| ha_1 | 98 |
[metal layers]
metal	vias to the layer above	routed length (um)
met5	-	0
met4	0	1600
met3	86	4990
met2	741	20900
met1	5606	22600
li1	5413	-
[power groups by stage]
stage	logic, mW	registers, mW	clock network, mW
CTS	0.224	0	0
global route	0.245	0	0
[path summary, 6_finish.rpt]
check  startpoint     endpoint  slack (ps)
max       tmpB[4]   ALU_Out[0]        9450
min       tmpB[5]  ALU_Out[27]       10570
No activity file was given, so power comes from the tool's default toggle rates.
